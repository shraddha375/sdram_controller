### ./design.v
module sdram_self_refresh(
    input wire sys_clk,        
    input wire sys_rst_n,      
    input wire sdram_init,
    input wire self_ref_en,    
    output reg sdram_cke,      
    output reg [3:0] sdram_cmd,  
    output reg [1:0] sdram_ba,
    output reg [11:0] sdram_addr,
    output reg self_ref_done   
);
    parameter CMD_PRECHARGE  = 4'b0010;  
    parameter CMD_AUTO_REF   = 4'b0001;  
    parameter CMD_NOP        = 4'b0111;  
    parameter IDLE         = 4'b0000;  
    parameter PRECHARGE    = 4'b0001;  
    parameter ENTRY        = 4'b0010;  
    parameter WAIT         = 4'b0011;  
    parameter EXIT         = 4'b0100;  
    parameter POST_REFRESH = 4'b0101;  
    parameter WAIT_TRP     = 4'b0110;  
    parameter WAIT_TRFC1   = 4'b0111;  
    parameter WAIT_TRFC2   = 4'b1000;  
    reg [3:0]  current_state;   
    reg [12:0] ref_count;  
    reg [3:0]  tXSR_count;  
    reg [2:0]  trp_count;
    reg [3:0]  trfc_count;
    always @(posedge sys_clk or negedge sys_rst_n) begin
        if (!sys_rst_n) begin
            current_state   <= IDLE;
            self_ref_done <= 1'b0;
            ref_count <= 13'd0;
            tXSR_count <= 4'd0;
            trp_count  <= 0;
            trfc_count <= 0;
            sdram_cke  <= 1'b1;   
            sdram_cmd  <= CMD_NOP;
            sdram_ba   <= 2'b11;
            sdram_addr <= 12'hfff;
        end 
        else begin
            case (current_state)
                IDLE: begin
                    self_ref_done <= 1'b0;
                    ref_count <= 13'd0;
                    tXSR_count <= 4'd0;
                    trp_count  <= 0;
                    trfc_count <= 0;
                    if (self_ref_en && sdram_init) begin
                        current_state <= PRECHARGE;  
                    end
                end
                PRECHARGE: begin
                    sdram_cmd <= CMD_PRECHARGE;  
                    current_state <= WAIT_TRP;
                end
                WAIT_TRP: begin 
                    sdram_cmd <= CMD_NOP;  
                    if (trp_count < 2) begin
                        trp_count <= trp_count + 1;
                        current_state <= WAIT_TRP;
                    end else begin
                       trp_count <= 0;
                       current_state  <= ENTRY;  
                    end
                end
                ENTRY: begin
                    sdram_cke <= 1'b0;   
                    sdram_cmd <= CMD_AUTO_REF;  
                    current_state <= WAIT_TRFC1;
                end
                WAIT_TRFC1: begin 
                    sdram_cmd <= CMD_NOP;
                    if (trfc_count < 8) begin
                       trfc_count <= trfc_count + 1;
                       current_state <= WAIT_TRFC1;
                    end else begin
                       trfc_count <= 0;
                       current_state  <= WAIT;  
                    end
                end
                WAIT: begin
                    sdram_cke <= 1'b0;  
                    sdram_cmd <= CMD_NOP;
                    if (!self_ref_en) begin
                        current_state <= POST_REFRESH;  
                    end
                end
                POST_REFRESH: begin
                    sdram_cke <= 1'b1;
                    if (ref_count < 13'd4096) begin
                        sdram_cmd <= CMD_AUTO_REF;  
                        ref_count <= ref_count + 1;
                        current_state <= WAIT_TRFC2;
                    end else begin
                        ref_count <= 13'd0;
                        current_state <= EXIT; 
                    end
                end
                WAIT_TRFC2: begin 
                    sdram_cmd <= CMD_NOP;
                    if (trfc_count < 8) begin
                       trfc_count <= trfc_count + 1;
                       current_state <= WAIT_TRFC2;
                    end else begin
                       trfc_count <= 0;
                       current_state <= POST_REFRESH;  
                    end
                end
               EXIT: begin
                    sdram_cke <= 1'b1;  
                    sdram_cmd <= CMD_NOP;
                    if (tXSR_count < 4'd8) begin
                        tXSR_count <= tXSR_count + 1;
                        current_state <= EXIT; 
                    end else begin
                        tXSR_count <= 4'd0;
                        current_state <= IDLE;
                        self_ref_done <= 1'b1;  
                    end
                end
                default: current_state <= IDLE;
            endcase
        end
    end
endmodule
### ./run.sh
#!/bin/bash
# OpenROAD 26Q1-2900-gdf79404cd8, Yosys 0.63+post, stock flow scripts
make -C /OpenROAD-flow-scripts/flow DESIGN_CONFIG=/design/flow/config.mk WORK_HOME=/design/flow/orfs finish
### ./config.mk
export PLATFORM = sky130hd
export DESIGN_NAME = sdram_self_refresh
export DESIGN_NICKNAME = sdram_self_refresh
export VERILOG_FILES = /design/flow/design.v
export SDC_FILE = /design/flow/constraint.sdc
export NUM_CORES = 4
export LEC_CHECK = 1
export CORE_UTILIZATION = 40
### ./constraint.sdc
current_design sdram_self_refresh

set clk_period 2.8
set clk_io_pct 0.2

create_clock -name clk0 -period $clk_period [get_ports {sys_clk}]

set non_clock_inputs [all_inputs -no_clocks]
set_input_delay [expr $clk_period * $clk_io_pct] -clock clk0 $non_clock_inputs
set_output_delay [expr $clk_period * $clk_io_pct] -clock clk0 [all_outputs]
==> results.toml <==
# flow metrics
[outcome]
run_status = "finished, final reports clean"

[route]
ant_nets = 0
viasPerCell = 5.42
antenna_cells = 0
routed_wl_mm = 3.52
first_pass_iters = 4
post_drt_wl_per_cell_um = 13.5
via_count = 1410
drt_iter0_drc = 73
drc_errors = 0

[pwr]
seq_power_share_pct = 57.4
powerDensity_nw_per_um2 = 457
internal_power_uw = 751
switchingPower_uw = 205
peakVddDrop_uv = 323
swShare_pct = 21.5
power_frac_comb_pct = 1.7
power_leakage_uw = 0.000913
pwr-share-clk_pct = 40.9

[floorplan]
chipArea_um2 = 5150
fp_util_pct = 41.5
core_area_um2 = 4690
ioPinCount = 24
die_y_um = 71.8
die_w_um = 71.8
num_rows = 25

[sta]
setup_viol = 0
finalMaxSlewViolations = 0
grt_setup_unrepaired = "false"
finalHoldViolCount = 0
fin_skew_ns = 0.00894
fin_tns_setup_ns = 0
slew_headroom_pct = 52.5
fmax_mhz = 539
finalCritPeriodShare_pct = 66.2
tightestPinTransition_ns = 0.712
fin_crit_ns = 1.85

[synthesis]
syn_avg_cell_area_um2 = 9.88
ys_area_um2 = 1950
synth-main-ff-cell = "dfrtp_1"
ys_seq_share_pct = 49.2
ys_async_sr_fraction_pct = 100
ys_cells = 197
mappedNetlistArea_um2 = 1950
ys_ff = 38
synth-edff-count = 0
yosys_warnings = 1
synth.distinct_cells = 50
synthCells = 197

[critical_path]
reg2reg_to = "ref_count[6]"
cp_max_fo = 3
critPathBufInv = 1
r2r-start = "current_state[6]"
critPathCapture = "sdram_cmd[1]"
start_kind = "flop"
cp.depth = 1
crit_arrival_ns = 1.29
path_delay_family = "flip-flops"
cpMaxStageDelayCell = "dfstp_2"
worstSetupPathType = "reg -> out"
cp-end-kind = "primary output"
cp_cell_sequence = "clkdlybuf4s50_1"
r2r_slack_ns = 1.16
rr_worst_depth = 3
setup.worst_path.start = "sdram_cmd[1]"
slowest_delay_ns = 0.55
cp.required_ns = 2.24

[global_route]
grt_usage_pct = 15.2
grt-ovfl-total = 0
grt_pass1_vias = 1265
antenna_found_initial = 0
grt_first_pass_wirelength_mm = 6.00
grt_max_degree = 33

[cells_and_area]
drive_gt1_share_pct = 10.7
final_area_um2 = 2090
seq_area_um2 = 957
logic_area_um2 = 850
syn_to_final_growth_pct = 7.33
nFillCells = 460

[cts]
insertion_delay_ns = 0.29
htreeDepth = 2
numCtsBuffers = 5
tritoncts = "built"
post-cts-setup-buffers = 0
clock_path_buffers = 2
cts_hold_buffers = 0
cts_sinks = 38
path_clk_slew_ns = 0.08
root_buffer = "clkbuf_8"
ctsResizeCount = 0

[placement]
gp_congestion = 0.795
dp_hpwl_mm = 2.38
port_buffers = 8
postPlaceCellArea_um2 = 1990

[run]
cap_violations = 0
warnings = 25

[min_path]
hold_path_class = "in -> async"
worst min-delay path by stage:
stage / from / to / slack, ns / cells after the start
global route: sys_rst_n / ref_count[3] / 0.37 / 1
finish: sys_rst_n / ref_count[10] / 0.32 / 1
CTS: sys_rst_n / ref_count[11] / 0.35 / 1
routing by layer:
metal	routed length, µm	up-vias	global-route usage, %
met4	59	0	2.40
met1	1720	681	25.6
met5	0	-	0
li1	-	696	-
met3	147	5	3.42
met2	1590	28	21.4
layout make-up:
class | instances | share of cell area, %
sequential | 38 | 45.8
multi-input combinational | 141 | 40.7
clock buffer | 6 | 3.95
timing repair buffer | 9 | 3.95
tap | 54 | 3.23
inverter | 10 | 1.80
clock inverter | 2 | 0.599
synth_stat cells, drive strengths merged, types with 2 or more instances:
| cell type | count | area, µm² |
|---|---|---|
| dfrtp | 33 | 826 |
| buf | 19 | 144 |
| o21ai | 19 | 95.1 |
| nand2 | 17 | 63.8 |
| inv | 10 | 37.5 |
| nand3 | 10 | 55.1 |
| nor2 | 7 | 26.3 |
| nand2b | 6 | 45.0 |
| a31oi | 5 | 31.3 |
| and3 | 5 | 32.5 |
| dfstp | 5 | 131 |
| a21o | 4 | 32.5 |
| a22o | 4 | 35.0 |
| ha | 4 | 50.1 |
| nand4 | 4 | 25.0 |
| nor2b | 4 | 27.5 |
| nor3 | 4 | 20.0 |
| o22ai | 4 | 25.0 |
| a211oi | 2 | 15.0 |
| a21oi | 2 | 10.0 |
| clkbuf | 2 | 7.51 |
| conb | 2 | 7.51 |
| nand3b | 2 | 15.0 |
| nor4 | 2 | 12.5 |
| o21bai | 2 | 15.0 |
| o311ai | 2 | 17.5 |
| or3b | 2 | 17.5 |
state kept, by name, summed over array words and instances, names as in the netlist:
signal         flops
sdram_cmd          3
trfc_count         4
self_ref_done      1
sdram_cke          1
tXSR_count         4
current_state      9
ref_count         13
trp_count          3
stage by stage:
stage | power, µW | hold slack (ns) | std cells | utilization [%] | setup slack, ns
floorplan | 575 | 0.264 | 210 | - | 1.47
global placement | 577 | 0.493 | 252 | 42.5 | 1.23
detailed placement | 577 | 0.501 | 252 | 42.5 | 1.19
CTS | 972 | 0.346 | 260 | 44.5 | 0.930
global route | 996 | 0.367 | 260 | 44.5 | 0.903
finish | 956 | 0.317 | 260 | 44.5 | 0.946
power by group through the flow:
stage | Combinational (µW) | Sequential [µW] | Clock [µW]
4_1_cts | 17.8 | 549 | 405
5_1_grt | 20.1 | 549 | 428
6_report | 16.2 | 549 | 391
placed cells by master, fill, tap and decap left out, types with 2 or more instances in the layout:
cell type,count
inv_1,10
o22ai_1,4
ha_1,4
nand4_1,4
nor4_1,2
o311ai_0,2
clkbuf_8,6
nand2b_1,5
nor2_1,7
and3_1,4
o21ai_0,18
conb_1,15
nor3_1,4
or3b_1,2
a21oi_1,2
a21o_1,2
clkdlybuf4s50_1,7
dfstp_2,5
nand3b_1,2
a31oi_1,5
a21o_2,2
nand2_1,17
a211oi_1,2
o21bai_1,2
nor2b_1,3
dfrtp_1,33
a22o_1,4
nand3_1,9
logic make-up (layout without fill, tap and decap cells):
kind of cell	after synthesis	in the layout	share of synthesized area [%]
and+or+nand+nor	68	68	19.3
AOI/OAI and AO/OA	53	53	18.4
DFF	38	38	49.2
buffers and inverters	31	27	9.70
adders and majority gates	4	4	2.57
other	2	15	0.386
muxes	1	1	0.514
Power is estimated from default activity; no workload was simulated.
