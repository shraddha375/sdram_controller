**design/flow/design.v**
```verilog
module sdram_read(
    input  wire         sys_clk,         
    input  wire         sys_rst_n,       
    input  wire         init_end,        
    input  wire         rd_en,           
    input  wire [24:0]  rd_addri,        
    input  wire [15:0]  rd_din,          
    input  wire [7:0]   rd_blength,      
    output reg          rd_valid,        
    output wire         rd_end,          
    output reg  [3:0]   rd_cmdo,         
    output reg  [1:0]   rd_bao,          
    output reg  [11:0]  rd_addro,        
    output wire [15:0]  rd_datao         
);
parameter TRCD_COUNT       = 10'd2;     
parameter TCAS_COUNT       = 10'd3;     
parameter TRP_COUNT        = 10'd2;     
parameter AFTER_STOP_COUNT = 10'd2;     
parameter IDLE      = 4'b0000,
          ACTIVE    = 4'b0001,
          WAIT_TRCD = 4'b0011,
          READ      = 4'b0010,
          WAIT_CAS  = 4'b0100,
          READ_DATA = 4'b0101,
          PRECHARGE = 4'b0111,
          WAIT_TRP  = 4'b0110,
          END       = 4'b1000;
parameter CMD_NOP       = 4'b0111,
          CMD_ACTIVE    = 4'b0011,
          CMD_READ      = 4'b0101,
          CMD_BURST_TER = 4'b0110,
          CMD_PRECHARGE = 4'b0010;
reg [3:0]  read_state;
reg [9:0]  cnt_clk;
reg        cnt_clk_rst;
reg [15:0] rd_data_reg;
always @(posedge sys_clk or negedge sys_rst_n) begin
    if (!sys_rst_n)
        rd_data_reg <= 16'd0;
    else
        rd_data_reg <= rd_din;
end
assign rd_end = (read_state == END);
wire trcd_end   = (read_state == WAIT_TRCD) && (cnt_clk == TRCD_COUNT);
wire trp_end    = (read_state == WAIT_TRP)  && (cnt_clk == TRP_COUNT);
wire tcas_end   = (read_state == WAIT_CAS)  && (cnt_clk == TCAS_COUNT - 1);
wire tread_end  = (read_state == READ_DATA) && (cnt_clk == rd_blength - 4);
always @(posedge sys_clk or negedge sys_rst_n) begin
    if (!sys_rst_n)
        cnt_clk <= 10'd0;
    else if (cnt_clk_rst)
        cnt_clk <= 10'd0;
    else
        cnt_clk <= cnt_clk + 1'b1;
end
always @(*) begin
    case (read_state)
        IDLE, READ, END : cnt_clk_rst = 1'b1;
        WAIT_TRCD       : cnt_clk_rst = trcd_end;
        WAIT_CAS        : cnt_clk_rst = tcas_end;
        READ_DATA       : cnt_clk_rst = tread_end;
        WAIT_TRP        : cnt_clk_rst = trp_end;
        default         : cnt_clk_rst = 1'b0;
    endcase
end
reg [1:0] after_stop;
always @(posedge sys_clk or negedge sys_rst_n) begin
    if (!sys_rst_n)
        after_stop <= 2'd0;
    else if (tread_end)
        after_stop <= 2'd0;
    else
        after_stop <= after_stop + 1'b1;
end
always @(posedge sys_clk or negedge sys_rst_n) begin
    if (!sys_rst_n)
        read_state <= IDLE;
    else begin
        case (read_state)
            IDLE: begin
                if (rd_en && init_end)
                    read_state <= ACTIVE;
            end
            ACTIVE:
                read_state <= WAIT_TRCD;
            WAIT_TRCD: begin
                if (trcd_end)
                    read_state <= READ;
            end
            READ:
                read_state <= WAIT_CAS;
            WAIT_CAS: begin
                if (tcas_end)
                    read_state <= READ_DATA;
            end
            READ_DATA: begin
                if (tread_end) begin
                    if (rd_addri[10])    
                        read_state <= WAIT_TRP;
                    else
                        read_state <= PRECHARGE;
                end
            end
            PRECHARGE:
                read_state <= WAIT_TRP;
            WAIT_TRP: begin
                if (trp_end)
                    read_state <= END;
            end
            END:
                read_state <= IDLE;
            default:
                read_state <= IDLE;
        endcase
    end
end
always @(posedge sys_clk or negedge sys_rst_n) begin
    if (!sys_rst_n) begin
        rd_cmdo   <= CMD_NOP;
        rd_bao    <= 2'b11;
        rd_addro  <= 12'hFFF;
        rd_valid  <= 1'b0;
    end else begin
        case (read_state)
            IDLE, WAIT_TRCD: begin
                rd_cmdo   <= CMD_NOP;
                rd_bao    <= 2'b11;
                rd_addro  <= 12'hFFF;
                rd_valid  <= 1'b0;
            end
            ACTIVE: begin
                rd_cmdo   <= CMD_ACTIVE;
                rd_bao    <= rd_addri[24:23];          
                rd_addro  <= rd_addri[22:11];          
                rd_valid  <= 1'b0;
            end
            READ: begin
                rd_cmdo   <= CMD_READ;
                rd_bao    <= rd_addri[24:23];
                rd_addro  <= {4'b0000, rd_addri[7:0]};
                rd_valid  <= 1'b0;
            end
            WAIT_CAS: begin
                rd_cmdo   <= CMD_NOP;
                rd_bao    <= rd_addri[24:23];
                rd_addro  <= rd_addri[11:0];
                rd_valid  <= tcas_end ? 1'b1 : rd_valid;
            end
            READ_DATA: begin
                rd_cmdo   <= tread_end ? CMD_BURST_TER : CMD_NOP;
                rd_bao    <= rd_addri[24:23];
                rd_addro  <= rd_addri[11:0];
                rd_valid  <= 1'b1;
            end
            PRECHARGE: begin
                rd_cmdo   <= CMD_PRECHARGE;
                rd_bao    <= rd_addri[24:23];
                rd_addro  <= rd_addri[11:0];
                rd_valid  <= 1'b1;
            end
            WAIT_TRP: begin
                rd_cmdo   <= CMD_NOP;
                rd_bao    <= rd_addri[24:23];
                rd_addro  <= rd_addri[11:0];
                rd_valid  <= (after_stop == 2'd2) ? 1'b0 : 1'b1;
            end
            END: begin
                rd_cmdo   <= CMD_NOP;
                rd_bao    <= rd_addri[24:23];
                rd_addro  <= rd_addri[11:0];
                rd_valid  <= 1'b0;
            end
            default: begin
                rd_cmdo   <= CMD_NOP;
                rd_bao    <= rd_addri[24:23];
                rd_addro  <= rd_addri[11:0];
                rd_valid  <= 1'b0;
            end
        endcase
    end
end
assign rd_datao = rd_valid ? rd_data_reg : 16'b0;
endmodule
```
**design/flow/constraint.sdc**
```tcl
current_design sdram_read

set clk_period 4.3
set clk_io_pct 0.2

create_clock -name clk0 -period $clk_period [get_ports {sys_clk}]

set non_clock_inputs [all_inputs -no_clocks]
set_input_delay [expr $clk_period * $clk_io_pct] -clock clk0 $non_clock_inputs
set_output_delay [expr $clk_period * $clk_io_pct] -clock clk0 [all_outputs]
```
**design/flow/config.mk**
```make
export PLATFORM = sky130hd
export DESIGN_NAME = sdram_read
export DESIGN_NICKNAME = sdram_read
export VERILOG_FILES = /design/flow/design.v
export SDC_FILE = /design/flow/constraint.sdc
export NUM_CORES = 4
export LEC_CHECK = 1
export CORE_UTILIZATION = 50
```
**design/flow/run.sh**
```bash
#!/bin/bash
# OpenROAD 26Q1-2900-gdf79404cd8, Yosys 0.63+post, stock flow scripts
make -C /OpenROAD-flow-scripts/flow DESIGN_CONFIG=/design/flow/config.mk WORK_HOME=/design/flow/orfs finish
```
==> impl_results.rst <==
Metrics
=======

.. list-table::
   :header-rows: 1

   * - Metric
     - Value
   * - Critical path startpoint category
     - input pin
   * - Class of the most critical setup path
     - in2reg
   * - Avg Synthesized Cell Area
     - 12.1 um^2
   * - Flip-flops with a built-in enable
     - 0
   * - Global-route wire length before repair
     - 7.98 mm
   * - Unrepaired setup endpoints after global routing
     - no
   * - Die Y-Extent
     - 71.1 um
   * - Post-synth regs
     - around 55
   * - Mapped cell area
     - 2390 um^2
   * - Portion of the clock cycle consumed by the worst path in the final layout
     - 0.702
   * - Floorplan die width
     - 71.1 um
   * - Total number of yosys warnings
     - 1
   * - Max clock buf depth
     - 2
   * - Hold_buf cts
     - 0
   * - Path category of the worst min-delay check
     - reg2reg
   * - Post CTS Setup Buffer Count
     - 0
   * - H-tree depth reported by CTS
     - 2
   * - Number of sinks on the clock net
     - 55
   * - Routed Antenna Nets
     - 0
   * - Main synth FF type
     - dfrtp_1
   * - GRT Util Overall
     - 0.209
   * - Vias in the first global route
     - 1669
   * - Count of pins over their slew limit
     - 0
   * - Static power due to leakage
     - approximately 1.4 nW
   * - Mean number of vias per cell
     - 5.15
   * - Proportion of synthesized flip-flops having asynchronous set or reset
     - 1.00
   * - Setup tns final
     - 0 ns
   * - Outcome
     - finished clean
   * - Fmax
     - 331 MHz
   * - Gate count after technology mapping
     - 197
   * - WP data arrival
     - 3.22 ns
   * - Post-route clock skew
     - 0.00473 ns
   * - Cell with the most instances after synthesis
     - dfrtp_1
   * - Min Clock Period, post-route
     - 3.02 ns
   * - Starting utilization of the core area
     - 0.534
   * - Max-cap violations
     - 0
   * - Number of remaining DRC errors
     - 0
   * - Final weighted congestion in routability-driven placement
     - approximately 0.88
   * - Count of placed standard cells including taps
     - 328
   * - Synth cell count leaders
     - dfrtp_1 (37), dfstp_2 (18), and2_1 (16)
   * - Post-synth top area cell
     - dfrtp_1
   * - CTS Buf Count
     - 5
   * - Pwr Density
     - 449 nW/um^2
   * - Post-detail-place hpwl
     - 3.46 mm
   * - Detail-routed net length per standard cell
     - 14.0 um
   * - Crit Path Max Fanout
     - 8
   * - Actual slew at the worst max-slew pin
     - ~0.66 ns
   * - Ratio of cells with drive above 1 in the final layout
     - 0.116
   * - Finish-stage setup viols
     - 0
   * - Number of failing hold endpoints at the final stage
     - 0
   * - Buffer type at the clock tree root
     - clkbuf_8
   * - Cell Rows
     - 24
   * - Via Count
     - 1731
   * - Filler cells
     - 313
   * - Port bufs
     - 87
   * - Chip area from the yosys synthesis statistics
     - 2390 um^2
   * - Biggest area cells
     - dfrtp_1 (39%), dfstp_2 (20%), xnor2_1 (4.8%)
   * - Maximum number of pins on one net before global-route repair
     - 56
   * - Diodes inserted
     - 0
   * - Peak supply drop
     - between 0.4 and 0.5 mV
   * - Number of primary I/O pins
     - 89
   * - Clock slew seen by the registers of the worst setup and hold paths
     - 0.09 ns
   * - Cell resize tally after clock tree synthesis
     - 0
   * - Yosys Instances
     - 197
   * - Number of warning messages in the logs
     - 27
   * - Post-route non-filler standard cell count
     - 336
   * - Hold slack
     - 0.427 ns
   * - Clk latency late pin
     - 0.30 ns
   * - Initial antenna violation count
     - 0
   * - Sequential-to-total area share from yosys stat
     - 0.586
   * - Worst Path Required
     - 4.50 ns
   * - Unique cell types
     - 41
   * - Global route overflow
     - 0
   * - Number of flip-flops in the largest register
     - 16
   * - Chip area
     - 5060 um^2
   * - Layout Area Growth over Synthesis
     - 40.4%
   * - Worst setup EP type
     - register
   * - Violation count after the first detailed-route iteration
     - 106
   * - TritonCTS clock tree
     - built
   * - Detailed-route wire length
     - between 4 and 5 mm
   * - Reg2reg setup slack
     - around 2.1 ns
   * - Pre-antenna DRT Iters
     - 20
   * - Area leader share
     - 0.388
   * - Area of the core
     - 4470 um^2
   * - Worst slew margin
     - 0.562
placed cells by master, fill, tap and decap left out, types with 6 or more instances in the layout:
cell type	count
clkdlybuf4s50_1	86
dfrtp_1	37
dfstp_2	18
and2_1	16
nor2_1	15
xnor2_1	13
a221o_1	11
inv_1	10
and3_1	9
clkbuf_8	7
nand3_1	6
through the flow:
step                      worst slack, ns  cell area, um^2  power (mW)   util
final                                1.28             3350        1.51  0.749
after global routing                 1.10             3350        1.61  0.749
after CTS                            1.29             3350        1.53  0.749
after detailed placement            0.962             3250        1.22  0.727
after global placement              0.987             3250        1.21  0.727
after floorplan                      1.69             2390       0.989      -
final timing paths:
check	from	end	cells after the start
min in group asynchronous	sys_rst_n	rd_data_reg[9]$_DFF_PN0_	2
worst min register to register	after_stop[0]$_DFF_PN0_	after_stop[0]$_DFF_PN0_	1
max in group asynchronous	sys_rst_n	read_state[3]$_DFF_PN0_	2
worst max register to register	cnt_clk[4]$_DFF_PN0_	cnt_clk[0]$_DFF_PN0_	5
worst max-delay path	rd_blength[2]	cnt_clk[0]$_DFF_PN0_	8
worst min-delay path	after_stop[0]$_DFF_PN0_	after_stop[0]$_DFF_PN0_	1
worst max-delay path, cell delays in order:
cell and delay (ns):
clkdlybuf4s50_1 0.51, inv_1 0.06, ha_1 0.30, xnor2_1 0.12, a2111o_1 0.42, nor4_4 0.34
nand4_1 0.33, and3_1 0.28
area by class of cell:
cell class	count	area, um^2	share of cell area
Timing Repair Buffer	89	881	0.263
Clock buffer	8	100	0.0299
Multi-Input combinational cell	122	870	0.259
Tap cell	52	65.1	0.0194
Sequential cell	55	1400	0.417
Inverter	10	37.5	0.0112
routing by layer:
layer,share of wire,vias up,GRT usage
li1,-,846,-
met1,0.44,816,0.354
met2,0.46,65,0.308
met3,0.093,4,0.0520
met4,0.0040,0,0.0222
met5,0,-,0
cells by family (layout without fill, tap and decap cells):
kind of cell | Yosys count | in the layout | synth area share
adders and majority gates | 4 | 4 | 0.0210
other | 1 | 1 | 0.00157
xor gates and xnor gates | 18 | 18 | 0.0660
DFF | 55 | 55 | 0.586
and+or+nand+nor | 72 | 72 | 0.182
AOI/OAI and AO/OA | 27 | 27 | 0.0938
buffers and inverters | 20 | 107 | 0.0498
power by group:
| part | switching [mW] | internal, mW |
|---|---|---|
| Combinational | 0.157 | 0.312 |
| Clock | 0.151 | 0.147 |
| Sequential | 0.100 | 0.639 |
No activity file was given, so power comes from the tool's default toggle rates.
