===== ./constraint.sdc =====
current_design sdram_load_mode_register

set clk_period 2.8
set clk_io_pct 0.2

create_clock -name clk0 -period $clk_period [get_ports {sys_clk}]

set non_clock_inputs [all_inputs -no_clocks]
set_input_delay [expr $clk_period * $clk_io_pct] -clock clk0 $non_clock_inputs
set_output_delay [expr $clk_period * $clk_io_pct] -clock clk0 [all_outputs]

===== ./design.v =====
module sdram_load_mode_register(
    input wire sys_clk,        
    input wire sys_rst_n,      
    input wire sdram_init,
    input wire mode_reg_en,    
    input reg [11:0] mode_reg_val,  
    output reg [3:0] sdram_cmd,  
    output reg [1:0] sdram_ba,
    output reg [11:0] sdram_addr,
    output reg mode_reg_done   
);
    parameter CMD_PRECHARGE  = 4'b0010;  
    parameter CMD_LOAD_MODE  = 4'b0000;  
    parameter CMD_NOP        = 4'b0111;  
    parameter IDLE       = 3'd0,  
              PRECHARGE  = 3'd1,  
              WAIT_TRP   = 3'd2,  
              LOAD_MODE  = 3'd3,  
              WAIT_TMRD  = 3'd4,  
              EXIT       = 3'd5;  
    parameter TRP_COUNT   = 3'd2;  
    parameter TMRD_COUNT  = 3'd2;  
    reg [2:0]  fsm_state;   
    reg [2:0]  trp_count;
    reg [3:0]  tmrd_count;
    always @(posedge sys_clk or negedge sys_rst_n) begin
        if (!sys_rst_n) begin
            sdram_cmd  <= CMD_NOP;
            sdram_ba   <= 2'b11;
            sdram_addr <= 12'hfff;
            mode_reg_done <= 1'b0;
            trp_count  <= 0;
            tmrd_count <= 0;
            fsm_state   <= IDLE;
        end 
        else begin
            case (fsm_state)
                IDLE: begin
                    sdram_cmd  <= CMD_NOP;
                    sdram_ba   <= 2'b11;
                    sdram_addr <= 12'hfff;
                    trp_count  <= 0;
                    tmrd_count <= 0;
                    if (mode_reg_en && sdram_init) begin
                        fsm_state <= PRECHARGE;  
                    end
                end
                PRECHARGE: begin
                    sdram_cmd  <= CMD_PRECHARGE;  
                    sdram_ba   <= 2'b11;
                    sdram_addr <= 12'hfff;
                    mode_reg_done <= 1'b0;
                    fsm_state <= WAIT_TRP;
                end
                WAIT_TRP: begin 
                    sdram_cmd  <= CMD_NOP;  
                    sdram_ba   <= 2'b11;
                    sdram_addr <= 12'hfff;
                    if (trp_count < TRP_COUNT) begin
                        trp_count <= trp_count + 1;
                        fsm_state <= WAIT_TRP;
                    end 
                    else begin
                       trp_count  <= 0;
                       fsm_state  <= LOAD_MODE;  
                    end
                end
                LOAD_MODE: begin
                    sdram_cmd  <= CMD_LOAD_MODE; 
                    sdram_ba   <= 2'b11;    
                    sdram_addr <= mode_reg_val;  
                    fsm_state  <= WAIT_TMRD;
                end
                WAIT_TMRD: begin 
                    sdram_cmd  <= CMD_NOP;
                    sdram_ba   <= 2'b11;
                    sdram_addr <= 12'hfff;
                    if (tmrd_count < TMRD_COUNT) begin
                       tmrd_count  <= tmrd_count + 1;
                       fsm_state   <= WAIT_TMRD;
                    end
                    else  begin
                       tmrd_count <= 0;
                       fsm_state  <= EXIT;  
                    end
                end
                EXIT: begin
                    sdram_cmd  <= CMD_NOP;
                    sdram_ba   <= 2'b11;
                    sdram_addr <= 12'hfff;
                    mode_reg_done <= 1'b1;
                    fsm_state <= IDLE;
                end
                default: fsm_state <= IDLE;
            endcase
        end
    end
endmodule

===== ./config.mk =====
export PLATFORM = sky130hd
export DESIGN_NAME = sdram_load_mode_register
export DESIGN_NICKNAME = sdram_load_mode_register
export VERILOG_FILES = /design/flow/design.v
export SDC_FILE = /design/flow/constraint.sdc
export NUM_CORES = 4
export LEC_CHECK = 1
export CORE_AREA = 10 10 90 90
export DIE_AREA = 0 0 100 100

===== ./run.sh =====
#!/bin/bash
# OpenROAD 26Q1-2900-gdf79404cd8, Yosys 0.63+post, stock flow scripts
make -C /OpenROAD-flow-scripts/flow DESIGN_CONFIG=/design/flow/config.mk WORK_HOME=/design/flow/orfs finish

==> impl_metrics.py <==
# Flow results
metrics = {
    "setup_path": {
        "rrSetupSlack_ps": 1250,
        "critical-path-top-delay-family": "flip-flops",
        "start_kind": "register",
        "path_max_fanout": 3,
        "worst-path-stages": 1,
        "r2r-end": "sdram_cmd[1]$_DFFE_PN1P_",
        "path_cells": "clkdlybuf4s50_1",
        "reg2reg_depth": 2,
        "r2r_start": "fsm_state[2]$_DFF_PN0_",
        "crit_path_end_kind": "primary output",
        "cp.required_ps": 2240,
        "max_stage_delay_ps": 550,
        "path_class": "reg2out",
        "slowest_stage": "dfstp_2",
        "cp.buffers_inverters": 1,
        "cp.arrival_ps": 1280,
    },
    "logic_synthesis": {
        "yosysTopAreaCell": "dfstp_2",
        "ys_area_um2": 1210,
        "ys_async_sr_fraction_pct": 100,
        "synthesis.area_um2": 1210,
        "numSynthFlops": 28,
        "common_cells": "dfstp_2 (15), dfrtp_1 (13), mux2i_1 (12), nand3_1 (12), buf_4 (5)",
        "synth_top_area_share_pct": 32.6,
        "netlist_instances": 93,
        "ys_seq_share_pct": 59.5,
        "topCellsByArea": "dfstp_2 (33%), dfrtp_1 (27%), mux2i_1 (9.9%), nand3_1 (5.0%), buf_4 (3.1%)",
        "yosysWarnings": 1,
        "yosys_most_used_dff": "dfstp_2",
        "yosysMostFrequentCell": "dfstp_2",
        "ys_types": 28,
        "yosys-stat-cells": 93,
        "edf_count": 0,
        "avgSynthCellArea_um2": 13.0,
    },
    "worst_hold_path": {
        "hold_depth": 1,
        "hp-class": "reg2reg",
        "min_to": "sdram_cmd[0]$_DFFE_PN1P_",
        "worstHoldStart": "fsm_state[3]$_DFF_PN0_",
    },
    "placed_design": {
        "post-place-cells": 194,
        "numPortBuffers": 31,
        "hpwl_um": 1790,
        "post_dp_cell_area_um2": 1560,
        "routabilityCongestion": 0.767,
    },
    "grt": {
        "grtUsageTotal_pct": 4.71,
        "first_global_vias": 795,
        "overflow": 0,
        "antenna_found_initial": 0,
        "grt_max_degree": 29,
        "grt_pass1_wl_um": 3930,
    },
    "routing": {
        "drcViolationCount": 0,
        "n_antenna_cell": 0,
        "ant_nets": 0,
        "drt-total-wl_um": 2440,
        "num_vias": 756,
        "drt-initial-drc-count": 47,
        "viasPerCell": 3.82,
        "wl_per_cell_um": 12.3,
        "dr.pass1.iters": 4,
    },
    "layout": {
        "fillers": 645,
        "drive_above_1_share_pct": 21.5,
        "final_area_um2": 1630,
        "utilization_pct": 26.0,
        "finalNonFillerCells": 198,
        "area_delta_synth_final_pct": 34.7,
    },
    "timing": {
        "hold_viol_final": 0,
        "max_freq_mhz": 543,
        "final_max_slew_viol_count": 0,
        "slew_headroom_pct": 48.6,
        "post-route-period-util_pct": 65.8,
        "rsz0062_at_grt": "no",
        "fin_crit_ps": 1840,
        "timing.setup.tns_ps": 0,
        "tightest_slew_ps": 765,
        "skew_ps": 5.76,
        "setup_viol_count_final": 0,
    },
    "cts": {
        "clkSlewWorstSetupHoldPaths_ps": 90,
        "cts_tree": "yes",
        "clock-sinks": 28,
        "cts_buffers": 3,
        "clockRootBuffer": "clkbuf_8",
        "htree_levels": 1,
        "insertion_delay_ps": 270,
        "cts_post_setup_buffers_inserted": 0,
        "cts_resized": 0,
        "cts_hold_buf": 0,
        "clock_path_buffers": 2,
    },
    "run_status": {
        "run_status": "finished, final reports clean",
    },
    "flow_run": {
        "drv_cap": 0,
        "log.warning_count": 25,
    },
    "pwr": {
        "p_leak_nw": 0.685,
        "powerDensity_nw_per_um2": 458,
        "peakVddDrop_mv": 0.488,
    },
    "floorplanning": {
        "initial_core_util_pct": 19.3,
        "rows": 29,
        "core-area_um2": 6280,
        "io_pins": 35,
        "dieArea_um2": 10000,
        "chipWidth_um": 100,
        "dieHeight_um": 100,
    },
}
==> area by class of cell <==
cell class | count | area (um^2) | share of cell area [%]
multi-input combinational | 56 | 422 | 25.9
clock inverter | 1 | 30.0 | 1.84
tap | 77 | 96.3 | 5.91
timing repair buffer | 32 | 318 | 19.5
sequential | 28 | 719 | 44.1
clock buffer | 3 | 41.3 | 2.53
inverter | 1 | 3.75 | 0.230
==> state kept, by name, summed over array words and instances (netlist names) <==
signal / count
sdram_addr: 12
fsm_state: 6
tmrd_count: 4
trp_count: 3
sdram_cmd: 2
mode_reg_done: 1
==> power by group <==
part | internal (W) | switching, W
clock | 0.000191 | 0.000120
sequential | 0.000405 | 0
combinational | 0.0000195 | 0.0000107
total | 0.000616 | 0.000131
==> worst max path at each step <==
stage / from / endpoint / slack, ps
finish: sdram_cmd[0]$_DFFE_PN1P_ / sdram_cmd[2] / 960
global route: sdram_cmd[0]$_DFFE_PN1P_ / sdram_cmd[2] / 890
CTS: sdram_cmd[0]$_DFFE_PN1P_ / sdram_cmd[2] / 930
==> placed cells by master (no fill, tap or decap), drive strengths merged, types with 3 or more instances in the layout <==
cell           instances
clkbuf                 3
nand3                 12
a21o                   4
nor3b                  3
mux2i                 12
clkdlybuf4s50         31
nor2                   3
conb                   3
dfstp                 15
dfrtp                 13
==> metrics by stage <==
step / worst slack [ps] / hold slack, ps / total power, W
finish: 958 / 504 / 0.000747
global route: 893 / 524 / 0.000782
CTS: 932 / 506 / 0.000762
detailed placement: 1230 / 487 / 0.000444
global placement: 1250 / 493 / 0.000443
floorplan: 1640 / 264 / 0.000416
==> per-layer routing <==
| metal | GRT usage (%) | vias to the layer above | share of wire, % |
|---|---|---|---|
| li1 | - | 376 | - |
| met1 | 6.85 | 358 | 50 |
| met2 | 6.57 | 22 | 41 |
| met3 | 2.36 | 0 | 8.8 |
| met4 | 0 | 0 | 0 |
| met5 | 0 | - | 0 |
==> kinds of logic after synthesis <==
family	share of synthesized area, %
DFF	59.5
and+or+nand+nor	14.1
muxes	10.9
AOI/OAI and AO/OA	6.93
buffers and inverters	6.00
adders and majority gates	2.07
other	0.621
No activity file was given, so power comes from the tool's default toggle rates.
